$ cat /design/flow/design.v
`timescale 1ns / 1ps
module moore(out, in, rst, clk);
output out;
input in,clk,rst;
reg out;
reg[3:0] state;
parameter s0=4'b0000,s1=4'b0001,s2=4'b0010,s3=4'b0011,s4=4'b0100,s5=4'b0101,s6=4'b0110,s7=4'b0111,s8=4'b1000;
always @(posedge clk or negedge rst)
if(rst==0) begin state=s0; out=0; end
else begin
case (state)
s0: begin out=0; if(in==0) state=s5; else state=s1; end
s1: begin out=0; if(in==0) state=s2; else state=s1; end
s2: begin out=0; if(in==0) state=s3; else state=s1; end
s3: begin out=0; if(in==0) state=s5; else state=s4; end
s4: begin out=1; if(in==0) state=s7; else state=s1; end
s5: begin out=0; if(in==0) state=s5; else state=s6; end
s6: begin out=0; if(in==0) state=s7; else state=s1; end
s7: begin out=0; if(in==0) state=s8; else state=s6; end
s8: begin out=1; if(in==0) state=s5; else state=s4; end
default: state=s0;
endcase
end
endmodule
$ cat /design/flow/constraint.sdc
current_design moore

set clk_period 2.4
set clk_io_pct 0.2

create_clock -name clk0 -period $clk_period [get_ports {clk}]

set non_clock_inputs [all_inputs -no_clocks]
set_input_delay [expr $clk_period * $clk_io_pct] -clock clk0 $non_clock_inputs
set_output_delay [expr $clk_period * $clk_io_pct] -clock clk0 [all_outputs]
$ cat /design/flow/run.sh
#!/bin/bash
# OpenROAD 26Q1-2900-gdf79404cd8, Yosys 0.63+post, stock flow scripts
make -C /OpenROAD-flow-scripts/flow DESIGN_CONFIG=/design/flow/config.mk WORK_HOME=/design/flow/orfs finish
$ cat /design/flow/config.mk
export PLATFORM = sky130hd
export DESIGN_NAME = moore
export DESIGN_NICKNAME = moore
export VERILOG_FILES = /design/flow/design.v
export SDC_FILE = /design/flow/constraint.sdc
export NUM_CORES = 4
export LEC_CHECK = 1
export CORE_AREA = 10 10 70 70
export DIE_AREA = 0 0 80 80
==> flow_summary.yaml <==
# yosys + openroad results
clocking:
  post_cts.resized_instances: 0
  worstSkewPairLatency_ps: 260
  clock-root-buffer: "sky130_fd_sc_hd__clkbuf_4"
  clock_sink_count: 10
  clk_path_buf_depth: 2
  number_of_buffers_created_by_cts: 3
  post-cts-setup-buffer-count: 0
  clock_tree.htree_level_count: 1
  clk_pin_slew_ps: 60
  hold_buffer_count_at_cts: 0
  cts_tree: "done"
timing:
  post-route-min-period_ps: 1538
  achievable-frequency_ghz: 0.6504
  rsz0062_at_grt: "false"
  final_max_slew_viol_count: 0
  layout_worst_path_cycle_share_pct: 64.07
  fin_tns_setup_ps: 0
  finalHoldViolCount: 0
  clock_skew_ps: 1.251
  setup-violations-final: 0
worst_setup_path:
  critical_path_cell_with_the_highest_stage_delay: "sky130_fd_sc_hd__clkdlybuf4s50_1"
  critical_path.max_stage_delay_ps: 460
  worst_setup_sp_type: "flip-flop"
  cp_cell_instances: "clkdlybuf4s50_1"
  worst-setup-path-type: "flip-flop to primary output"
  cp.arrival_ps: 1060
  critical_path_buf_inv_count: 1
  timing.critical_path.max_delay_family: "buffers and inverters"
  path_max_fanout: 2
  crit_path_end_kind: "primary output"
  worst_ep_required_time_ps: 1920
synth:
  chip_area_yosys_um2: 351.6
  synthesis.area_per_instance_um2: 12.12
  synth_stat.cells: 29
  yosys-mux-area-fraction_pct: 0
  yosysWarnings: 1
  simple_gate_area_share_pct: 21.00
  synth_adder_area_share_pct: 0
  synth_compound_gate_area_share_pct: 5.338
  synth.yosys.seq_area_share_pct: 71.53
  mappedNetlistArea_um2: 351.6
  synth.cellmix.xorXnorShare_pct: 0
  netlist_logic_family_top: "simple AND/OR/NAND/NOR gates"
  synth_cells: 29
  netlist-cell-type-count: 11
  ys_ff: 10
place:
  port_buffers: 3
  dpl-instance-area_um2: 439.2
  dpl.hpwl_um: 443.1
  gp_congestion: 0.7759
die:
  chipArea_um2: 6400
  floorplanUtilization_pct: 10.29
  floorplan.rows: 21
  die_w_um: 80
  core_area_um2: 3416
  ioPinCount: 4
  die_height_um: 80
layout:
  fillers: 392
  area_growth_syn_to_layout_pct: 35.23
  area.combinational_um2: 96.34
  layout-drive-gt1-share_pct: 19.44
  final-seq-area_um2: 251.5
  postLayoutCellArea_um2: 475.5
power:
  net-switching-power_w: 0.00007172
  clock_power_share_pct: 40.7
  worst_vdd_rail_ir_drop_mv: 0.1180
  p_per_area_nw_per_um2: 750.0
  p_seq_share_pct: 52.1
  p_leak_nw: 0.2042
  p_comb_share_pct: 7.1
  cell_internal_pwr_w: 0.0002849
  power.switching_fraction_pct: 20.11
global_route:
  grt.total_usage_pct: 1.938
  antenna_found_initial: 0
  pin_count_of_the_biggest_net_entering_global_routing: 11
  grt_pass1_wl_um: 966
  gr-total-overflow: 0
  first_global_vias: 234
routing:
  vias_after_detailed_routing: 218
  drt-total-wl_um: 571
  antenna_violating_nets_post_route: 0
  detail_route.iter0.violations: 10
  routed_wire_length_per_instance_um: 6.963
  antenna_fix_cells: 0
  route.detailed.vias_per_inst: 2.659
  post-route-drc-count: 0
  drt_first_pass_iters: 4
run:
  max_cap_violations: 0
  warnings: 25
min_path:
  timing.hold.worst.class: "flip-flop to flip-flop"
status:
  outcome: "finished clean"
-- sequential cells by signal, summed over array words and instances (netlist names) --
name / cells
out: 1
state: 9
-- cell families (layout without fill, tap and decap cells) --
group / after synthesis / after routing
AOI/OAI and AO/OA: 3 / 3
and+or+nand+nor: 14 / 14
DFF: 10 / 10
other: 1 / 1
buffers and inverters: 1 / 8
-- metal layers --
metal  vias up  share of wire (%)  global-route usage [%]
met1       105                 44                   1.838
li1        106                  -                       -
met4         0                  0                  0.8803
met3         0                 13                   1.932
met2         7                 43                   2.729
met5         -                  0                       0
-- synth_stat cells --
cell	count	area [µm²]
sky130_fd_sc_hd__dfrtp_1	9	225.2
sky130_fd_sc_hd__or4b_1	1	10.01
sky130_fd_sc_hd__or4_4	1	11.26
sky130_fd_sc_hd__nor2_1	9	33.78
sky130_fd_sc_hd__conb_1	1	3.750
sky130_fd_sc_hd__o21ai_0	1	5.000
sky130_fd_sc_hd__nor2b_1	3	18.77
sky130_fd_sc_hd__a21oi_1	1	5.000
sky130_fd_sc_hd__o21ai_2	1	8.760
sky130_fd_sc_hd__inv_1	1	3.750
sky130_fd_sc_hd__dfstp_2	1	26.28
-- final timing paths --
path | startpoint | end | slack (ps) | depth (start not counted)
setup / recovery | out$_DFFE_PN0P_ | out | 860 | 1
hold / removal | state[1]$_DFF_PN0_ | out$_DFFE_PN0P_ | 470 | 2
setup reg to reg | state[4]$_DFF_PN0_ | state[5]$_DFF_PN0_ | 1210 | 3
hold reg to reg | state[1]$_DFF_PN0_ | out$_DFFE_PN0P_ | 470 | 2
max in group asynchronous | rst | state[0]$_DFF_PN1_ | 1550 | 1
min in group asynchronous | rst | out$_DFFE_PN0P_ | 520 | 1
-- power by group through the flow --
| stage | clock network (W) | registers [W] | logic [W] |
|---|---|---|---|
| finish | 0.000145 | 0.000186 | 0.0000254 |
| global route | 0.000160 | 0.000187 | 0.0000291 |
| CTS | 0.000153 | 0.000186 | 0.0000261 |
-- metrics by stage --
stage	instances	hold slack, ps	worst slack [ps]	power (W)	util (%)
final	82	472.9	862.4	0.0003566	13.92
after floorplan	29	184.4	1268	0.0002004	-
after CTS	82	475.4	833.1	0.0003648	13.92
after global placement	78	458.6	1084	0.0002147	12.86
after detailed placement	78	454.6	1077	0.0002148	12.86
after global routing	82	505.8	807.0	0.0003764	13.92
-- layout make-up --
class	instances	area share [%]
timing repair buffer	3	6.316
clock buffer	4	7.632
inverter	1	0.7895
sequential	10	52.89
tap	46	12.11
multi-input combinational	18	20.26
-- layout by cell type (no fill, tap or decap) --
master / netlist / routed
sky130_fd_sc_hd__clkdlybuf4s50_1: 0 / 3
sky130_fd_sc_hd__a21oi_1: 1 / 1
sky130_fd_sc_hd__o21ai_0: 1 / 1
sky130_fd_sc_hd__o21ai_2: 1 / 1
sky130_fd_sc_hd__conb_1: 1 / 1
sky130_fd_sc_hd__dfstp_2: 1 / 1
sky130_fd_sc_hd__clkbuf_4: 0 / 3
sky130_fd_sc_hd__nor2_1: 9 / 9
sky130_fd_sc_hd__clkbuf_8: 0 / 1
sky130_fd_sc_hd__or4b_1: 1 / 1
sky130_fd_sc_hd__or4_4: 1 / 1
sky130_fd_sc_hd__nor2b_1: 3 / 3
sky130_fd_sc_hd__inv_1: 1 / 1
sky130_fd_sc_hd__dfrtp_1: 9 / 9
-- worst reg2reg max path, cell delays in order (launching register included) --
cell and delay [ps]:
sky130_fd_sc_hd__dfrtp_1 370, sky130_fd_sc_hd__or4_4 540, sky130_fd_sc_hd__nor2_1 120, sky130_fd_sc_hd__nor2_1 50
No activity file was given, so power comes from the tool's default toggle rates.
