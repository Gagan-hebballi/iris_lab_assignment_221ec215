==> flow/design.v <==
`timescale 1ns / 1ps
module mealy(out,in,rst,clk);
output out;
input in,clk,rst;
reg out;
reg [2:0]state;
parameter s0=3'b000,s1=3'b001,s2=3'b010,s3=3'b011,s4=3'b100,s5=3'b101,s6=3'b110,s7=3'b111;
always @(posedge clk or negedge rst)
if(rst==0) begin state=s0; out=0;end
else begin
case(state)
s0:if(in==0) begin out=0; state=s5;end
else begin out=0;state=s1;end
s1:if(in==0) begin out=0; state=s2;end
else begin out=0;state=s1;end
s2:if(in==0) begin out=0; state=s3;end
else begin out=0;state=s6;end
s3:if(in==0) begin out=0; state=s5;end
else begin out=1;state=s4;end
s4:if(in==0) begin out=0; state=s7;end
else begin out=0;state=s1;end   
s5:if(in==0) begin out=0; state=s5;end
else begin out=0;state=s6;end
s6:if(in==0) begin out=0; state=s7;end
else begin out=0;state=s1;end
s7:if(in==0) begin out=1; state=s3;end
else begin out=0;state=s6;end
default:state=s0;
endcase
end
endmodule
==> flow/run.sh <==
#!/bin/bash
# OpenROAD 26Q1-2900-gdf79404cd8, Yosys 0.63+post, stock flow scripts
make -C /OpenROAD-flow-scripts/flow DESIGN_CONFIG=/design/flow/config.mk WORK_HOME=/design/flow/orfs finish
==> flow/config.mk <==
export PLATFORM = sky130hd
export DESIGN_NAME = mealy
export DESIGN_NICKNAME = mealy
export VERILOG_FILES = /design/flow/design.v
export SDC_FILE = /design/flow/constraint.sdc
export NUM_CORES = 4
export LEC_CHECK = 1
export CORE_AREA = 10 10 70 70
export DIE_AREA = 0 0 80 80
==> flow/constraint.sdc <==
current_design mealy

set clk_period 1.5
set clk_io_pct 0.2

create_clock -name clk0 -period $clk_period [get_ports {clk}]

set non_clock_inputs [all_inputs -no_clocks]
set_input_delay [expr $clk_period * $clk_io_pct] -clock clk0 $non_clock_inputs
set_output_delay [expr $clk_period * $clk_io_pct] -clock clk0 [all_outputs]
==> results.txt <==
run results: final hold vios=0, Late-Pin Clk Latency=0.26 ns, critical setup path kind=flop to output pin, # resized after CTS=0, Num CTS Buffers=3, CP max-delay cell=clkdlybuf4s50_1, DRC viols=0, ys async rst share=100%, R2R Setup Slk=0.51 ns, Synth top area share=62.0%, Post-Route WL=484 microns, FF-to-FF Start=state[3], CP required=1.20 ns, Buf+Inv Stages, Crit Path=1, largest net degree at the start of global routing=10, status=finished clean, Antenna Violating Nets Remaining=0, Util after Layout=12.6%, pins over their slew limit=0, Max clock buf depth=2, gr usage total=1.49%, launch point of the critical path=out, CTS tree=built, Sequential Power Share=55.5%, slowest stage delay, CP=0.46 ns, Clk pin slew, worst setup/hold paths=0.06 ns, cell family with most CP delay=buffers and inverters, most instantiated library cell after synthesis=dfrtp_1, Post-Syn Instances=26, Mapped Avg Cell Area=12.4 sq um, Clk pwr share=36.9%, number of max-cap violations=0, Design Area, Final=432 sq um, root buf cell=clkbuf_4, vias per cell=2.51, Synth flops=9, Worst Skew=0.00592 ns, area leader, netlist=dfrtp_1, post-synth cell types=14, Yosys warning count=1, ys cells=26, # clock sinks=9, Setup TNS=0 ns, vias in the first global route=187, Pleak=0.000172 uW, Antenna diodes=0, critical path endpoint=out, FP Util=9.45%, main flop type=dfrtp_1, routability congestion estimate=0.705, dpl hpwl=368 microns, Commonest cells post-synth=dfrtp_1, nor2_1, nor2b_1, nor3_1, CP cell instances=clkdlybuf4s50_1, Die W=80 microns, postcts setup bufs=0, initial antenna violation count=0, Hold Path Class=input port to asynchronous set/reset pin, crit path DAT=1.03 ns, Rows=21, DIE AREA=6400 sq um, first-pass GRT wire length=779 microns, Top cells by area=dfrtp_1, dfstp_2, nor2_1, Cell Pwr Density=1130 nW/um^2, Critical Path Source Type=flop, Tool Warnings=25, Die Height=80 microns, register share after synthesis=70.2%, Switch Pwr=107 uW, RSZ-0062 raised after global routing=no, Area Overhead vs Synth=33.7%, routed wire length per instance=6.21 microns, Gate power share=7.7%, EDFF count, synth=0, Worst Setup End Kind=output pin, Reg2Reg Depth=3, # hold bufs at CTS=0, f_max=750 MHz, critical path fanouts, max=1, RR Endpoint=out, port bufs=3, Crit path depth=1, Final Total Pwr=490 uW, DP Area=405 sq um, Switching Share=21.9%, CORE AREA=3420 sq um, Setup-failing EPs final=0, P_int=383 uW, Ports=4, VDD IR max=0.233 mV, H-tree lvl count=1, 1st-iter DRT viols=18, fin crit share=88.8%, minimum clock period=1.33 ns, Mapped Area=323 sq um, share of cells above drive strength 1=15.6%, DRT Pass-1 Iters=2, Via Count=196, Yosys Chip Area=323 sq um, GR Overflow Total=0
==> flip-flops by register name, indices dropped and copies added (netlist names) <==
register  cells
out           1
state         8
==> area by class of cell <==
class / count / area (sq um)
clock buffer: 4 / 26.3
fill: 392 / 2980
inverter: 1 / 3.75
multi-input combinational: 15 / 87.6
sequential: 9 / 226
tap: 46 / 57.6
timing repair buffer: 3 / 30.0
==> metal layers <==
metal  GRT usage [%]  up-vias  routed length (microns)
li1                -       96                        -
met1            1.77       92                      233
met2            2.09        8                      203
met3            1.02        0                       47
met4           0.528        0                        0
met5               0        -                        0
==> cells in the final DEF (no fill, tap or decap), drive strengths merged <==
cell | synthesis | routed
inv | 1 | 1
nor2b | 2 | 2
o21a | 1 | 1
clkbuf | 1 | 4
conb | 1 | 1
nor4 | 2 | 2
clkdlybuf4s50 | 0 | 3
nor2 | 4 | 4
o21ai | 1 | 1
nand4b | 1 | 1
and2 | 1 | 1
dfrtp | 8 | 8
dfstp | 1 | 1
nor3 | 2 | 2
==> worst reg2reg max path, cell delays in order (launching register included) <==
cell	delay, ns
dfrtp_1	0.41
nor4_2	0.30
nand4b_1	0.12
o21ai_0	0.09
==> worst min path at each step <==
stage	start	end
after CTS	rst	out
after global routing	rst	state[3]
final	rst	out
==> power by group through the flow <==
stage | logic, uW | clock network [uW] | registers, uW
after CTS | 38.5 | 185 | 272
after global routing | 42.3 | 205 | 274
final | 37.6 | 181 | 272
==> cell families after synthesis <==
family / share of synthesized area [%]
AOI/OAI and AO/OA: 3.88
other: 1.16
DFF: 70.2
and+or+nand+nor: 22.1
buffers and inverters: 2.71
==> stage by stage <==
stage	hold WS (ns)	setup slack (ns)	instances
floorplan	0.00441	0.582	26
global placement	0.488	0.284	74
detailed placement	0.483	0.247	74
CTS	0.341	0.152	78
global route	0.348	0.105	78
finish	0.325	0.167	78
Power figures rest on the tool's default switching activity, not on a simulated workload.
